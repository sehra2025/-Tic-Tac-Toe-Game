### design/flow/config.mk
export PLATFORM = sky130hd
export DESIGN_NAME = tic_tac_toe_game
export DESIGN_NICKNAME = tic_tac_toe_game
export VERILOG_FILES = /design/flow/design.v
export SDC_FILE = /design/flow/constraint.sdc
export NUM_CORES = 4
export LEC_CHECK = 1
export CORE_UTILIZATION = 40
### design/flow/constraint.sdc
current_design tic_tac_toe_game

set clk_period 3.0
set clk_io_pct 0.2

create_clock -name clk0 -period $clk_period [get_ports {clock}]

set non_clock_inputs [all_inputs -no_clocks]
set_input_delay [expr $clk_period * $clk_io_pct] -clock clk0 $non_clock_inputs
set_output_delay [expr $clk_period * $clk_io_pct] -clock clk0 [all_outputs]
### design/flow/design.v
module fsm_controller(
     input clock, 
     input reset, 
     play,  
     pc, 
     illegal_move, 
     no_space,  
     win,  
     output reg computer_play,  
     player_play  
     );
parameter IDLE=2'b00;
parameter PLAYER=2'b01;
parameter COMPUTER=2'b10;
parameter GAME_DONE=2'b11;
reg[1:0] current_state, next_state;
always @(posedge clock or posedge reset) 
begin 
 if(reset)
  current_state <= IDLE;
 else 
  current_state <= next_state;
end 
always @(*)
 begin
 case(current_state)
 IDLE: begin 
  if(reset==1'b0 && play == 1'b1)
   next_state <= PLAYER;  
  else 
   next_state <= IDLE;
  player_play <= 1'b0;
  computer_play <= 1'b0;
 end 
 PLAYER:begin 
  player_play <= 1'b1;
  computer_play <= 1'b0;
  if(illegal_move==1'b0)
   next_state <= COMPUTER;  
  else 
   next_state <= IDLE;
 end 
 COMPUTER:begin 
  player_play <= 1'b0;
  if(pc==1'b0) begin 
   next_state <= COMPUTER;
   computer_play <= 1'b0;
  end
  else if(win==1'b0 && no_space == 1'b0)
  begin 
   next_state <= IDLE;
   computer_play <= 1'b1; 
  end 
  else if(no_space == 1 || win ==1'b1)
  begin 
   next_state <= GAME_DONE;  
   computer_play <= 1'b1; 
  end  
 end 
 GAME_DONE:begin  
  player_play <= 1'b0;
  computer_play <= 1'b0; 
  if(reset==1'b1) 
   next_state <= IDLE; 
  else 
   next_state <= GAME_DONE;  
 end 
 default: next_state <= IDLE; 
 endcase
 end
endmodule 
module illegal_move_detector(
   input [1:0] pos1,pos2,pos3,pos4,pos5,pos6,pos7,pos8,pos9, 
   input [8:0] PC_en, PL_en, 
   output wire illegal_move
   );
wire temp1,temp2,temp3,temp4,temp5,temp6,temp7,temp8,temp9;
wire temp11,temp12,temp13,temp14,temp15,temp16,temp17,temp18,temp19;
wire temp21,temp22;
assign temp1 = (pos1[1] | pos1[0]) & PL_en[0];
assign temp2 = (pos2[1] | pos2[0]) & PL_en[1];
assign temp3 = (pos3[1] | pos3[0]) & PL_en[2];
assign temp4 = (pos4[1] | pos4[0]) & PL_en[3];
assign temp5 = (pos5[1] | pos5[0]) & PL_en[4];
assign temp6 = (pos6[1] | pos6[0]) & PL_en[5];
assign temp7 = (pos7[1] | pos7[0]) & PL_en[6];
assign temp8 = (pos8[1] | pos8[0]) & PL_en[7];
assign temp9 = (pos9[1] | pos9[0]) & PL_en[8];
assign temp11 = (pos1[1] | pos1[0]) & PC_en[0];
assign temp12 = (pos2[1] | pos2[0]) & PC_en[1];
assign temp13 = (pos3[1] | pos3[0]) & PC_en[2];
assign temp14 = (pos4[1] | pos4[0]) & PC_en[3];
assign temp15 = (pos5[1] | pos5[0]) & PC_en[4];
assign temp16 = (pos6[1] | pos6[0]) & PC_en[5];
assign temp17 = (pos7[1] | pos7[0]) & PC_en[6];
assign temp18 = (pos8[1] | pos8[0]) & PC_en[7];
assign temp19 = (pos9[1] | pos9[0]) & PC_en[8];
assign temp21 =((((((((temp1 | temp2) | temp3) | temp4) | temp5) | temp6) | temp7) | temp8) | temp9);
assign temp22 =((((((((temp11 | temp12) | temp13) | temp14) | temp15) | temp16) | temp17) | temp18) | temp19);
assign illegal_move = temp21 | temp22 ;
endmodule 
module nospace_detector(
   input [1:0] pos1,pos2,pos3,pos4,pos5,pos6,pos7,pos8,pos9, 
   output wire no_space
    );
wire temp1,temp2,temp3,temp4,temp5,temp6,temp7,temp8,temp9;
assign temp1 = pos1[1] | pos1[0];
assign temp2 = pos2[1] | pos2[0];
assign temp3 = pos3[1] | pos3[0];
assign temp4 = pos4[1] | pos4[0];
assign temp5 = pos5[1] | pos5[0];
assign temp6 = pos6[1] | pos6[0];
assign temp7 = pos7[1] | pos7[0];
assign temp8 = pos8[1] | pos8[0];
assign temp9 = pos9[1] | pos9[0];
assign no_space =((((((((temp1 & temp2) & temp3) & temp4) & temp5) & temp6) & temp7) & temp8) & temp9);
endmodule 
module position_decoder(input[3:0] in, input enable, output wire [15:0] out_en);
 reg[15:0] temp1;
 assign out_en = (enable==1'b1)?temp1:16'd0;
 always @(*)
 begin
 case(in)
 4'd0: temp1 <= 16'b0000000000000001;
 4'd1: temp1 <= 16'b0000000000000010; 
 4'd2: temp1 <= 16'b0000000000000100;
 4'd3: temp1 <= 16'b0000000000001000;
 4'd4: temp1 <= 16'b0000000000010000;
 4'd5: temp1 <= 16'b0000000000100000;
 4'd6: temp1 <= 16'b0000000001000000;
 4'd7: temp1 <= 16'b0000000010000000;
 4'd8: temp1 <= 16'b0000000100000000;
 4'd9: temp1 <= 16'b0000001000000000;
 4'd10: temp1 <= 16'b0000010000000000;
 4'd11: temp1 <= 16'b0000100000000000;
 4'd12: temp1 <= 16'b0001000000000000;
 4'd13: temp1 <= 16'b0010000000000000;
 4'd14: temp1 <= 16'b0100000000000000;
 4'd15: temp1 <= 16'b1000000000000000;
 default: temp1 <= 16'b0000000000000001; 
 endcase 
end 
endmodule
module position_registers(
      input clock,  
      input reset,  
      input illegal_move,  
      input [8:0] PC_en,  
      input [8:0] PL_en,  
      output reg[1:0] pos1,pos2,pos3,pos4,pos5,pos6,pos7,pos8,pos9 
      );
 always @(posedge clock or posedge reset)
 begin
  if(reset) 
   pos1 <= 2'b00;
  else begin
   if(illegal_move==1'b1)
    pos1 <= pos1; 
   else if(PC_en[0]==1'b1)
    pos1 <= 2'b10;  
   else if (PL_en[0]==1'b1)
    pos1 <= 2'b01; 
   else 
    pos1 <= pos1; 
  end 
 end 
 always @(posedge clock or posedge reset)
 begin
  if(reset) 
   pos2 <= 2'b00;
  else begin
   if(illegal_move==1'b1)
    pos2 <= pos2; 
   else if(PC_en[1]==1'b1)
    pos2 <= 2'b10;  
   else if (PL_en[1]==1'b1)
    pos2 <= 2'b01; 
   else 
    pos2 <= pos2; 
  end 
 end 
 always @(posedge clock or posedge reset)
 begin
  if(reset) 
   pos3 <= 2'b00;
  else begin
   if(illegal_move==1'b1)
    pos3 <= pos3; 
   else if(PC_en[2]==1'b1)
    pos3 <= 2'b10;  
   else if (PL_en[2]==1'b1)
    pos3 <= 2'b01; 
   else 
    pos3 <= pos3; 
  end 
 end  
 always @(posedge clock or posedge reset)
 begin
  if(reset) 
   pos4 <= 2'b00;
  else begin
   if(illegal_move==1'b1)
    pos4 <= pos4; 
   else if(PC_en[3]==1'b1)
    pos4 <= 2'b10;  
   else if (PL_en[3]==1'b1)
    pos4 <= 2'b01; 
   else 
    pos4 <= pos4; 
  end 
 end 
 always @(posedge clock or posedge reset)
 begin
  if(reset) 
   pos5 <= 2'b00;
  else begin
   if(illegal_move==1'b1)
    pos5 <= pos5; 
   else if(PC_en[4]==1'b1)
    pos5 <= 2'b10;  
   else if (PL_en[4]==1'b1)
    pos5 <= 2'b01; 
   else 
    pos5 <= pos5; 
  end 
 end 
 always @(posedge clock or posedge reset)
 begin
  if(reset) 
   pos6 <= 2'b00;
  else begin
   if(illegal_move==1'b1)
    pos6 <= pos6; 
   else if(PC_en[5]==1'b1)
    pos6 <= 2'b10;  
   else if (PL_en[5]==1'b1)
    pos6 <= 2'b01; 
   else 
    pos6 <= pos6; 
  end 
 end 
 always @(posedge clock or posedge reset)
 begin
  if(reset) 
   pos7 <= 2'b00;
  else begin
   if(illegal_move==1'b1)
    pos7 <= pos7; 
   else if(PC_en[6]==1'b1)
    pos7 <= 2'b10;  
   else if (PL_en[6]==1'b1)
    pos7 <= 2'b01; 
   else 
    pos7 <= pos7; 
  end 
 end 
 always @(posedge clock or posedge reset)
 begin
  if(reset) 
   pos8 <= 2'b00;
  else begin
   if(illegal_move==1'b1)
    pos8 <= pos8; 
   else if(PC_en[7]==1'b1)
    pos8 <= 2'b10;  
   else if (PL_en[7]==1'b1)
    pos8 <= 2'b01; 
   else 
    pos8 <= pos8; 
  end 
 end 
 always @(posedge clock or posedge reset)
 begin
  if(reset) 
   pos9 <= 2'b00;
  else begin
   if(illegal_move==1'b1)
    pos9 <= pos9; 
   else if(PC_en[8]==1'b1)
    pos9 <= 2'b10;  
   else if (PL_en[8]==1'b1)
    pos9 <= 2'b01; 
   else 
    pos9 <= pos9; 
  end 
 end  
endmodule 
module tic_tac_toe_game(
     input clock,  
     input reset,  
     input play,  
     input pc,  
     input [3:0] computer_position,player_position, 
     output wire [1:0] pos1,pos2,pos3,
     pos4,pos5,pos6,pos7,pos8,pos9,
     output wire[1:0]who 
     );
 wire [15:0] PC_en; 
 wire [15:0] PL_en;  
 wire illegal_move;  
 wire win;  
 wire computer_play;  
 wire player_play;  
 wire no_space;  
  position_registers position_reg_unit(
      clock,  
      reset,  
      illegal_move,  
      PC_en[8:0],  
      PL_en[8:0],  
      pos1,pos2,pos3,pos4,pos5,pos6,pos7,pos8,pos9 
      );
 winner_detector win_detect_unit(pos1,pos2,pos3,pos4,pos5,pos6,pos7,pos8,pos9,win,who);
 position_decoder pd1(computer_position,computer_play,PC_en);
 position_decoder pd2(player_position,player_play,PL_en); 
  illegal_move_detector imd_unit(
   pos1,pos2,pos3,pos4,pos5,pos6,pos7,pos8,pos9, 
   PC_en[8:0], PL_en[8:0], 
   illegal_move
   );
 nospace_detector nsd_unit(
   pos1,pos2,pos3,pos4,pos5,pos6,pos7,pos8,pos9, 
   no_space
    ); 
 fsm_controller tic_tac_toe_controller(
     clock, 
     reset, 
     play,  
     pc, 
     illegal_move, 
     no_space,  
     win,  
     computer_play,  
     player_play  
     );    
endmodule 
module winner_detect(input [1:0] pos0,pos1,pos2, output wire winner, output wire [1:0]who);
wire [1:0] temp0,temp1,temp2;
wire temp3;
assign temp0[1] = !(pos0[1]^pos1[1]);
assign temp0[0] = !(pos0[0]^pos1[0]);
assign temp1[1] = !(pos2[1]^pos1[1]);
assign temp1[0] = !(pos2[0]^pos1[0]);
assign temp2[1] = temp0[1] & temp1[1];
assign temp2[0] = temp0[0] & temp1[0];
assign temp3 = pos0[1] | pos0[0];
assign winner = temp3 & temp2[1] & temp2[0];
assign who[1] = winner & pos0[1];
assign who[0] = winner & pos0[0];
endmodule
module winner_detector(input [1:0] pos1,pos2,pos3,pos4,pos5,pos6,pos7,pos8,pos9, output wire winner, output wire [1:0]who);
wire win1,win2,win3,win4,win5,win6,win7,win8;
wire [1:0] who1,who2,who3,who4,who5,who6,who7,who8;
winner_detect u1(pos1,pos2,pos3,win1,who1); 
winner_detect u2(pos4,pos5,pos6,win2,who2); 
winner_detect u3(pos7,pos8,pos9,win3,who3); 
winner_detect u4(pos1,pos4,pos7,win4,who4); 
winner_detect u5(pos2,pos5,pos8,win5,who5); 
winner_detect u6(pos3,pos6,pos9,win6,who6); 
winner_detect u7(pos1,pos5,pos9,win7,who7); 
winner_detect u8(pos3,pos5,pos6,win8,who8); 
assign winner = (((((((win1 | win2) | win3) | win4) | win5) | win6) | win7) | win8);
assign who = (((((((who1 | who2) | who3) | who4) | who5) | who6) | who7) | who8);
endmodule 
### design/flow/run.sh
#!/bin/bash
# OpenROAD 26Q1-2900-gdf79404cd8, Yosys 0.63+post, stock flow scripts
make -C /OpenROAD-flow-scripts/flow DESIGN_CONFIG=/design/flow/config.mk WORK_HOME=/design/flow/orfs finish
==> run notes <==
Here are the numbers from the latest Yosys + OpenROAD run.

The total buffers and inverters traversed by the critical path came out at 1. The cell type with the largest total area after synthesis is dfrtp_1. The iteration count of the initial detailed-routing pass is 4.

The Yosys chip area came out at 1640 µm². The worst setup path is launched from a register. The via-per-instance ratio is 6.14.

The critical path class is reg2out. Post-synth the commonest register cell is dfrtp_1. TritonRoute output was used to compute an average wire per cell of 17.2 µm.

The wire length reported by the detailed router came out at 4.76 mm. The gate count of the mapped netlist is 189. In the routed netlist, the antenna diode instances number 0. The leakage power summed over all cells is 0.000942 µW. After detailed routing, the number of remaining DRC violations is 0. As reported, the later end of the worst-skew pair has a clock insertion delay of 0.25 ns.

The count of library flops with an enable pin came out at 0. In this run the mean area of a mapped cell was 8.68 µm². The core region area came out at 3800 µm². Setup repair after global routing left no endpoint under its margin. The number of global-route vias before repair is 1,511. The quantity of hold-fixing buffers added after cts came out at 0. The power per unit of standard cell area is 445 nW/µm². The worst clock skew is 0.00742 ns. The H-tree depth is 1. The gate-level netlist out of Yosys references 54 unique cell types. Per the timing report, the most critical flop-to-flop path finishes at tic_tac_toe_controller.current_state[1]$_DFF_PP0_.

The end-of-flow timing check tallies setup violations at 0. The source of the worst register-to-register timing path is tic_tac_toe_controller.current_state[0]$_DFF_PP0_. The I/O pin count came out at 32. The total of flip-flops plus latches after synthesis is 23. The chip occupies 4360 µm². The starting DRC count in detailed routing came out at 95. The combined area of all synthesized cells is 1640 µm². The slew at the pin closest to its max-slew limit came out at 0.807 ns. The peak supply drop came out at 190 µV. The depth of the most critical reg-to-reg path came out at 10. The worst min-delay path category is reg2reg. The floorplan has 22 rows. The register clock-pin slew on the reported worst setup and hold paths came out at 0.07 ns. After legalization and detailed placement, the total HPWL measured 3.56 mm. The final tally of hold violations is 0. The largest fanout of any net on the critical path is 7.

Detailed routing inserted a total of 1,696 vias. The logic depth of the worst setup path including buffers came out at 6. The final critical-path setup slack is 0.0931 ns. The weighted congestion reported at the end of routability-driven placement came out at 0.917. The overall fraction of global-route tracks in use is 24.0%.

The share of layout cells above drive strength 1 is 18.9%. The signal on the critical path passes through and3_1, o22ai_2, a21oi_1, or3_4, a221o_1, clkdlybuf4s50_1. The end point of the most critical hold path is position_reg_unit.pos1[1]$_DFFE_PP0P_. The floorplan core density is 43.2%.

STA lists the startpoint of the worst hold path as position_reg_unit.pos1[1]$_DFFE_PP0P_. The worst setup slack before clock tree synthesis came out at -0.0377 ns. The horizontal extent of the die is 66.0 µm. The vertical die dimension reported for this design is 66.0 µm. STA classifies the critical path endpoint as an output pin. The detail route stage leaves a number of antenna-violating nets equal to 0. The stage delay of the slowest cell on the critical path is 0.45 ns. The total overflow left after global routing is 0. TritonCTS built the clock tree.

The flow ran to the end, and the final reports show no timing, DRC or antenna violations. The first global-routing pass estimated 7.62 mm of wire. The number of max-cap violations came out at 0. The count of input and output buffers is 31. For this design, the slowest cell found on the critical path is dfrtp_2. The required time of the critical path came out at 2.40 ns. The post-synthesis to final-layout area growth is 29.5%. The worst slew margin relative to its limit came out at 46.2%. The slack of the worst reg-to-reg path came out at 0.56 ns.

The number of slew-limit violations in the final report is 0. The clock period could shrink to 2.91 ns. The arrival time at the worst endpoint is 2.31 ns. The total chip power came out at 946 µW.

After synthesis, the cell types taking the most area are dfrtp_1 (31%), nor3_1 (4.3%), and3_1 (4.2%). The post-layout period usage of the worst path came out at 96.9%. The count of unclocked register or latch pins came out at 3. In the synthesized netlist the async set-or-reset flop fraction comes to 87.0%. The area share of the leading cell type in the synthesized netlist came out at 30.5%. The root buffer selected by CTS is clkbuf_8.

The number of buffers inserted during clock tree synthesis came out at 3. For this run, the number of Yosys warnings is 3. The number of unconstrained endpoints came out at 3. The maximum operating frequency came out at 0.344 GHz. The count of cells along the worst hold path is 1.

Adding up every negative setup slack in the final design gives 0 ns. The clock tree buffer depth is 2. The tool warning count for the run is 25.

The timing report attributes the biggest portion of critical-path delay to simple AND/OR/NAND/NOR gates. The maximum number of pins on one net before global-route repair is 23. The initial antenna violation count is 0. The number of cells in Yosys stat is 189.
-- Yosys cell counts (6+ instances only) --
master,number
and3_1,11
dfrtp_1,20
inv_1,6
nand2_1,11
nand3_1,9
nor2_1,13
nor2b_1,6
nor3_1,14
o21ai_0,6
-- routing by layer --
layer | vias up | track usage, % | part of all wire (%)
met2 | 76 | 36.6 | 46
met4 | 0 | 2.66 | 1.1
li1 | 793 | - | -
met3 | 6 | 2.45 | 7.0
met5 | - | 0 | 0
met1 | 821 | 39.0 | 46
-- sequential cells by signal, summed over array words and instances, names as in the netlist --
signal                                flops
tic_tac_toe_controller.next_state         2
tic_tac_toe_controller.computer_play      1
position_reg_unit.pos6                    2
position_reg_unit.pos2                    2
position_reg_unit.pos3                    2
tic_tac_toe_controller.current_state      2
position_reg_unit.pos9                    2
position_reg_unit.pos4                    2
position_reg_unit.pos5                    2
position_reg_unit.pos8                    2
position_reg_unit.pos1                    2
position_reg_unit.pos7                    2
-- layout by cell type (no fill, tap or decap), drive strengths merged, types with 3 or more instances in the layout --
master / count
dlxtn: 3
and2: 3
clkdlybuf4s50: 31
a41o: 5
a211oi: 3
a21oi: 4
nor2: 15
o21bai: 4
nand2b: 4
o21ai: 8
nor2b: 8
nor3: 15
a31oi: 5
a41oi: 5
and3: 11
nand3: 9
nand2: 11
inv: 6
buf: 18
or3: 4
conb: 3
dfrtp: 20
clkbuf: 3
-- worst max path at each step --
| stage | start | endpoint | slack, ns |
|---|---|---|---|
| 6_report | position_reg_unit.pos1[0]$_DFFE_PP0P_ | who[0] | 0.09 |
| 5_1_grt | position_reg_unit.pos1[0]$_DFFE_PP0P_ | who[0] | 0.01 |
| 4_1_cts | position_reg_unit.pos1[0]$_DFFE_PP0P_ | who[0] | 0.01 |
-- logic make-up after synthesis --
kind of cell / Yosys count / share of synthesized area (%)
buffers and inverters: 21 / 7.02
other: 1 / 0.229
multiplexers: 2 / 2.75
latches: 3 / 2.75
flip-flops: 20 / 30.5
AND/OR/NAND/NOR: 93 / 33.4
AND-OR/OR-AND: 49 / 23.3
-- through the flow --
step	cells	hold WS [ns]	util [%]	area (µm²)
6_report	276	0.565	55.9	2120
3_5_place_dp	265	0.645	52.7	2000
3_3_place_gp	265	0.632	52.7	2000
4_1_cts	268	0.636	54.0	2050
2_1_floorplan	191	0.527	-	1650
5_1_grt	276	0.592	55.9	2120
-- where the power goes --
part	internal, µW	switching, µW	total, µW
combinational	223	154	377
sequential	314	86.4	400
clock	89.1	80.0	169
total	626	320	946
-- area by class of cell --
type / instances / area, µm²
fillers: 338 / 1670
repair buffers: 49 / 445
multi-input cells: 147 / 1000
well taps: 48 / 60.1
inverters: 6 / 22.5
flip-flops and latches: 23 / 554
clock buffers: 3 / 41.3
-- what timing repair did --
action / 4_1_cts / 5_1_grt
setup endpoints to repair: 2 / 3
pin swaps: 0 / 1
setup buffers: 0 / 8
resized: 4 / 6
Power is estimated from default activity; no workload was simulated.
